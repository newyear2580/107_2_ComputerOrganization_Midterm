[flow/run.sh]
#!/bin/bash
# OpenROAD 26Q1-2900-gdf79404cd8, Yosys 0.63+post, stock flow scripts
make -C /OpenROAD-flow-scripts/flow DESIGN_CONFIG=/design/flow/config.mk WORK_HOME=/design/flow/orfs finish
[flow/config.mk]
export PLATFORM = sky130hd
export DESIGN_NAME = MUX
export DESIGN_NICKNAME = MUX
export VERILOG_FILES = /design/flow/design.v
export SDC_FILE = /design/flow/constraint.sdc
export NUM_CORES = 4
export LEC_CHECK = 1
export CORE_AREA = 10 10 73 73
export DIE_AREA = 0 0 83 83
[flow/constraint.sdc]
current_design MUX

set clk_period 10.6
set clk_io_pct 0.2

create_clock -name clk0 -period $clk_period

set non_clock_inputs [all_inputs -no_clocks]
set_input_delay [expr $clk_period * $clk_io_pct] -clock clk0 $non_clock_inputs
set_output_delay [expr $clk_period * $clk_io_pct] -clock clk0 [all_outputs]
[flow/design.v]
`timescale 1ns/1ns
module MUX( ALUOut, HiOut, LoOut, Shifter, Signal, dataOut );
input [31:0] ALUOut ;
input [31:0] HiOut ;
input [31:0] LoOut ;
input [31:0] Shifter ;
input [5:0] Signal ;
output [31:0] dataOut ;
reg [31:0] temp ;
parameter AND = 6'b100100;
parameter OR  = 6'b100101;
parameter ADD = 6'b100000;
parameter SUB = 6'b100010;
parameter SLT = 6'b101010;
parameter SLL = 6'b000000;
parameter MULTU= 6'b011001;
parameter MFHI= 6'b010000;
parameter MFLO= 6'b010010;
always@( ALUOut or HiOut or LoOut or Shifter or Signal )
begin
	case ( Signal )
	AND:
	begin
		temp = ALUOut ;
	end
	OR:
	begin
		temp = ALUOut ;
	end
	ADD:
	begin
		temp = ALUOut ;
	end
	SUB:
	begin
		temp = ALUOut ;
	end
	SLT:
	begin
		temp = ALUOut ;
	end
	MULTU:
	begin
		temp = LoOut ;
	end
	SLL:
	begin
		temp = Shifter ;
	end
	default: temp = 32'b0 ;	
	endcase
end
assign dataOut = temp ;
endmodule
==> flow_results.org <==
#+TITLE: Implementation results

** Drt
- Vias per cell :: 4.816
- DRT Wirelength :: roughly 5000 µm
- Per the post-route antenna check, the number of violating nets is 0.
- Antenna diodes :: 0
- Total iterations of the first detailed-routing run :: 4
- Average routed wire per standard cell :: about 19 µm
- Drt initial violations :: between 50 and 60
- Number of remaining DRC errors :: 0
- Total number of vias :: around 1200

** Flow run
- OpenROAD emitted warnings numbering 65.
- In this run the maximum-capacitance check reported violations numbering 0.

** Finish
- The layout has 0 clock buffers.
- At the end of the flow the core is filled with cells to 0.5628.
- Across the whole layout, storage elements account for 0 µm².
- Area Overhead vs Synth :: 184.9%
- Count of filler cells inserted in the layout :: between 300 and 400
- In the finished design the tool counted flip-flops and latches totalling 0.
- Per the final layout report, the fraction of cells sized above drive strength 1 comes to 0.1779.

** Pwr
- Summing internal, switching and leakage power gives approximately 0.000066 W.
- Switching Power :: 0.00001608 W
- Share of power burned in combinational logic :: 1.000
- The switching portion of total power comes to 0.2442.
- Power density over the cells :: about 31 nW/µm²
- Clock network power share :: 0
- Of the total power, registers draw 0.
- In this run the VDD rail shows a maximum IR drop of ~0.017 mV.
- The leakage component of the power was reported as 0.7957 nW.
- The internal portion of the total power is roughly 0.000050 W.

** Timing
- Of the available clock period, the critical path in the final layout requires 0.6364.
- Transition time of the tightest slew-check pin :: ~0.82 ns
- Unrepaired setup endpoints after global routing :: false
- The clock period could shrink to about 6.7 ns.
- Setup violations, final :: 0
- Max transition margin :: 0.4486
- The final max-slew violation count recorded for this run is 0.
- Derived from the worst setup path, the maximum achievable clock frequency is between 100 and 150 MHz.
- The final timing report lists a hold violation count of 0.
- Hold slack :: about 5.2 ns
- After routing, the total negative slack on setup checks comes to 0 ns.
- Worst-case setup margin in the final layout :: between 3 and 4 ns

** Min path
- Worst hold path depth :: 3
- The launch point of the worst min-delay path is recorded as ALUOut[3].
- The worst hold path terminates at dataOut[3].
- Worst hold path type :: input pin to primary output

** Worst setup path
- Most common cell type on the critical path :: clkdlybuf4s50_1
- The setup path with the least slack is of type input pin to primary output.
- Critical Path End Type :: primary output
- The OpenROAD report gives the critical path a data arrival time of around 4.6 ns.
- For this run, the slowest stage of the critical path takes roughly 0.63 ns.
- Slowest stage cell, crit path :: nor4b_4
- The data required time reported for the critical path is between 8 and 9 ns.
- In this run the worst path has a maximum fanout of 20.
- Crit start category :: input pin
- The critical path goes through clkdlybuf4s50_1, mux2_4, nor4b_4, buf_4, a22o_2, clkdlybuf4s50_1.

** Logic synthesis
- Yosys stat counts 83 cells in the synthesized netlist.
- The netlist uses 11 different library cells.
- The stat command in Yosys gives a chip area of 739.5 µm².
- Synthesis produced 83 cells.
- The warning tally printed by Yosys for this design is 1.
- The average instance in the mapped netlist occupies between 8 and 9 µm².
- Seq share, synth :: 0
- After synthesis the cells add up to 739.5 µm².

** Clock tree
- Post-CTS sizing :: 0
- Number of hold-repair buffers added at the cts stage :: 0
- Buffers added to address setup during post-CTS repair amount to 0.

** Place
- Note, the detailed placer reported a final HPWL of approximately 4100 µm.
- RePlAce ended its routability-driven mode at a weighted congestion of around 0.84.
- IO Port Bufs :: around 130
- Worst slack at placement :: 3.800 ns

** GRT
- The via count of the first global-routing pass was between 1000 and 1500.
- Largest net degree at the start of global routing :: 28
- The number of antenna violations at the first check in global routing is 0.
- Total global-route track usage over all layers is 0.1307.
- The first global-routing pass estimated approximately 7700 µm of wire.
- Total congestion overflow :: 0

** Floorplan
- The overall die size recorded for this design is 6889 µm².
- I/O Pins :: about 170
- The share of the core area taken by cells at floorplan is 0.1975.
- Row cnt :: 22
- Placeable core region :: between 3000 and 4000 µm²
- Die span in x :: slightly above 80 µm
- From bottom edge to top edge, the die measures 83 µm.

** Run status
- Status :: complete, no violations
how the worst max path moves through the flow:
| stage | start | endpoint | slack (ns) | cells past startpoint |
|---|---|---|---|---|
| final | Signal[2] | dataOut[26] | 3.85 | 6 |
| after global routing | Signal[2] | dataOut[26] | 3.74 | 6 |
| after CTS | Signal[2] | dataOut[28] | 3.80 | 6 |
critical path, delay by kind of cell:
family | cells | cell delay (ns)
and+or+nand+nor | 1 | 0.63
AOI/OAI and AO/OA | 1 | 0.18
muxes | 1 | 0.32
buffers and inverters | 3 | 1.37
power groups by stage:
stage                 sequential (W)  clock, W  combinational (W)
after global routing               0         0          0.0000707
after CTS                          0         0          0.0000666
final                              0         0          0.0000659
cell usage in the layout (no fill, tap or decap):
cell               n
nor4b_4            1
mux2_4             1
clkdlybuf4s50_1  134
and2b_1            1
nor3_4             1
nor3_2             1
a22o_1            35
and3_1             1
buf_4              4
a22o_2            29
Yosys cell counts:
cell	count	area [µm²]
a22o_2	29	290.3
nor3_2	1	10.01
clkbuf_1	7	26.28
buf_6	3	33.78
and2b_1	1	7.510
mux2_4	1	15.01
a22o_1	35	306.5
nor3_1	1	5.000
buf_2	3	15.01
and3_1	1	6.260
nor4b_4	1	23.77
metal layers:
layer,vias up,global-route usage,share of wire
li1,620,-,-
met3,0,0.05413,0.10
met1,545,0.1716,0.42
met2,68,0.2067,0.48
met5,-,0,0
met4,0,0,0
final cells by class:
| cell class | instances | area (µm²) | area share |
|---|---|---|---|
| Timing Repair Buffer | 138 | 1371 | 0.6508 |
| Multi-Input combinational cell | 70 | 675.6 | 0.3207 |
| Tap cell | 48 | 60.06 | 0.02850 |
stage by stage:
stage | std cells | instance area, µm²
2_1_floorplan | 83 | 739.5
3_3_place_gp | 256 | 2107
3_5_place_dp | 256 | 2107
4_1_cts | 256 | 2107
5_1_grt | 256 | 2107
6_report | 256 | 2107
logic make-up (layout without fill, tap and decap cells):
logic type	count (synthesis)	count (layout)	synth area share
multiplexers	1	1	0.02030
AND/OR/NAND/NOR	5	5	0.07107
buffers and inverters	13	138	0.1015
AND-OR/OR-AND	64	64	0.8071
No activity file was given, so power comes from the tool's default toggle rates.
