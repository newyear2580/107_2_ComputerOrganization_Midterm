`./design.v`:
```
`timescale 1ns/1ns
module Three2_bit_ALU( dataA, dataB, Signal, dataOut, reset ) ;
input reset ;
input[31:0] dataA ;
input[31:0] dataB ;
input[5:0]  Signal ;
output[31:0] dataOut ;
parameter AND = 6'b100100 ;
parameter OR  = 6'b100101 ;
parameter ADD = 6'b100000 ;
parameter SUB = 6'b100010 ;
parameter SLT = 6'b101010 ;
wire set ;
wire slt_set ;
wire[31:0] carry ;
assign slt_set = ( dataA < dataB ) ? 1 : 0 ;
assign set = ( Signal == SUB ) ? 1 : 0 ;
one_bit_ALU		ALU_0( .dataA(dataA[0]), .dataB(dataB[0]), .carryIn(set), .Signal(Signal), .dataOut(dataOut[0]), .carryOut(carry[0]), .reset(reset), .less(slt_set) ) ;
one_bit_ALU  	ALU_1( .dataA(dataA[1]), .dataB(dataB[1]), .carryIn(carry[0]), .Signal(Signal), .dataOut(dataOut[1]), .carryOut(carry[1]), .reset(reset), .less(1'b0) ) ;
one_bit_ALU		ALU_2( .dataA(dataA[2]), .dataB(dataB[2]), .carryIn(carry[1]), .Signal(Signal), .dataOut(dataOut[2]), .carryOut(carry[2]), .reset(reset), .less(1'b0) );
one_bit_ALU 	ALU_3( .dataA(dataA[3]), .dataB(dataB[3]), .carryIn(carry[2]), .Signal(Signal), .dataOut(dataOut[3]), .carryOut(carry[3]), .reset(reset), .less(1'b0) ) ;
one_bit_ALU 	ALU_4( .dataA(dataA[4]), .dataB(dataB[4]), .carryIn(carry[3]), .Signal(Signal), .dataOut(dataOut[4]), .carryOut(carry[4]), .reset(reset), .less(1'b0) ) ;
one_bit_ALU 	ALU_5( .dataA(dataA[5]), .dataB(dataB[5]), .carryIn(carry[4]), .Signal(Signal), .dataOut(dataOut[5]), .carryOut(carry[5]), .reset(reset), .less(1'b0) ) ;
one_bit_ALU		ALU_6( .dataA(dataA[6]), .dataB(dataB[6]), .carryIn(carry[5]), .Signal(Signal), .dataOut(dataOut[6]), .carryOut(carry[6]), .reset(reset), .less(1'b0) ) ;
one_bit_ALU		ALU_7( .dataA(dataA[7]), .dataB(dataB[7]), .carryIn(carry[6]), .Signal(Signal), .dataOut(dataOut[7]), .carryOut(carry[7]), .reset(reset), .less(1'b0) ) ;
one_bit_ALU		ALU_8( .dataA(dataA[8]), .dataB(dataB[8]), .carryIn(carry[7]), .Signal(Signal), .dataOut(dataOut[8]), .carryOut(carry[8]), .reset(reset), .less(1'b0) ) ;
one_bit_ALU		ALU_9( .dataA(dataA[9]), .dataB(dataB[9]), .carryIn(carry[8]), .Signal(Signal), .dataOut(dataOut[9]), .carryOut(carry[9]), .reset(reset), .less(1'b0) ) ;
one_bit_ALU		ALU_10( .dataA(dataA[10]), .dataB(dataB[10]), .carryIn(carry[9]), .Signal(Signal), .dataOut(dataOut[10]), .carryOut(carry[10]), .reset(reset), .less(1'b0) ) ;
one_bit_ALU		ALU_11( .dataA(dataA[11]), .dataB(dataB[11]), .carryIn(carry[10]), .Signal(Signal), .dataOut(dataOut[11]), .carryOut(carry[11]), .reset(reset), .less(1'b0) ) ;
one_bit_ALU		ALU_12( .dataA(dataA[12]), .dataB(dataB[12]), .carryIn(carry[11]), .Signal(Signal), .dataOut(dataOut[12]), .carryOut(carry[12]), .reset(reset), .less(1'b0) ) ;
one_bit_ALU		ALU_13( .dataA(dataA[13]), .dataB(dataB[13]), .carryIn(carry[12]), .Signal(Signal), .dataOut(dataOut[13]), .carryOut(carry[13]), .reset(reset), .less(1'b0) ) ;
one_bit_ALU		ALU_14( .dataA(dataA[14]), .dataB(dataB[14]), .carryIn(carry[13]), .Signal(Signal), .dataOut(dataOut[14]), .carryOut(carry[14]), .reset(reset), .less(1'b0) ) ;
one_bit_ALU		ALU_15( .dataA(dataA[15]), .dataB(dataB[15]), .carryIn(carry[14]), .Signal(Signal), .dataOut(dataOut[15]), .carryOut(carry[15]), .reset(reset), .less(1'b0) ) ;
one_bit_ALU		ALU_16( .dataA(dataA[16]), .dataB(dataB[16]), .carryIn(carry[15]), .Signal(Signal), .dataOut(dataOut[16]), .carryOut(carry[16]), .reset(reset), .less(1'b0) ) ;
one_bit_ALU		ALU_17( .dataA(dataA[17]), .dataB(dataB[17]), .carryIn(carry[16]), .Signal(Signal), .dataOut(dataOut[17]), .carryOut(carry[17]), .reset(reset), .less(1'b0) ) ;
one_bit_ALU		ALU_18( .dataA(dataA[18]), .dataB(dataB[18]), .carryIn(carry[17]), .Signal(Signal), .dataOut(dataOut[18]), .carryOut(carry[18]), .reset(reset), .less(1'b0) ) ;
one_bit_ALU		ALU_19( .dataA(dataA[19]), .dataB(dataB[19]), .carryIn(carry[18]), .Signal(Signal), .dataOut(dataOut[19]), .carryOut(carry[19]), .reset(reset), .less(1'b0) ) ;
one_bit_ALU		ALU_20( .dataA(dataA[20]), .dataB(dataB[20]), .carryIn(carry[19]), .Signal(Signal), .dataOut(dataOut[20]), .carryOut(carry[20]), .reset(reset), .less(1'b0) ) ;
one_bit_ALU		ALU_21( .dataA(dataA[21]), .dataB(dataB[21]), .carryIn(carry[20]), .Signal(Signal), .dataOut(dataOut[21]), .carryOut(carry[21]), .reset(reset), .less(1'b0) ) ;
one_bit_ALU		ALU_22( .dataA(dataA[22]), .dataB(dataB[22]), .carryIn(carry[21]), .Signal(Signal), .dataOut(dataOut[22]), .carryOut(carry[22]), .reset(reset), .less(1'b0) ) ;
one_bit_ALU		ALU_23( .dataA(dataA[23]), .dataB(dataB[23]), .carryIn(carry[22]), .Signal(Signal), .dataOut(dataOut[23]), .carryOut(carry[23]), .reset(reset), .less(1'b0) ) ;
one_bit_ALU		ALU_24( .dataA(dataA[24]), .dataB(dataB[24]), .carryIn(carry[23]), .Signal(Signal), .dataOut(dataOut[24]), .carryOut(carry[24]), .reset(reset), .less(1'b0) ) ;
one_bit_ALU		ALU_25( .dataA(dataA[25]), .dataB(dataB[25]), .carryIn(carry[24]), .Signal(Signal), .dataOut(dataOut[25]), .carryOut(carry[25]), .reset(reset), .less(1'b0) ) ;
one_bit_ALU		ALU_26( .dataA(dataA[26]), .dataB(dataB[26]), .carryIn(carry[25]), .Signal(Signal), .dataOut(dataOut[26]), .carryOut(carry[26]), .reset(reset), .less(1'b0) ) ;
one_bit_ALU		ALU_27( .dataA(dataA[27]), .dataB(dataB[27]), .carryIn(carry[26]), .Signal(Signal), .dataOut(dataOut[27]), .carryOut(carry[27]), .reset(reset), .less(1'b0) ) ;
one_bit_ALU		ALU_28( .dataA(dataA[28]), .dataB(dataB[28]), .carryIn(carry[27]), .Signal(Signal), .dataOut(dataOut[28]), .carryOut(carry[28]), .reset(reset), .less(1'b0) ) ;
one_bit_ALU		ALU_29( .dataA(dataA[29]), .dataB(dataB[29]), .carryIn(carry[28]), .Signal(Signal), .dataOut(dataOut[29]), .carryOut(carry[29]), .reset(reset), .less(1'b0) ) ;
one_bit_ALU		ALU_30( .dataA(dataA[30]), .dataB(dataB[30]), .carryIn(carry[29]), .Signal(Signal), .dataOut(dataOut[30]), .carryOut(carry[30]), .reset(reset), .less(1'b0) ) ;
one_bit_ALU		ALU_31( .dataA(dataA[31]), .dataB(dataB[31]), .carryIn(carry[30]), .Signal(Signal), .dataOut(dataOut[31]), .carryOut(carry[31]), .reset(reset), .less(1'b0) ) ;
endmodule
`timescale 1ns/1ns
module one_bit_ALU( dataA, dataB, carryIn, Signal, dataOut, carryOut, reset, less ) ;
input reset ;    
input dataA ;    
input dataB ; 	 
input carryIn ;  
input [5:0] Signal ;  
output dataOut ;  	  
output carryOut ;	  
input less ;
wire w1,w2,w3 ;  
wire tempB ;
wire temp ;
assign temp = 1'b1 ;
wire andOut, orOut ;
wire sum, carry ;
wire s1,s2,s3 ;
wire diff, dcarry ;
wire less ;
parameter AND = 6'b100100 ;  
parameter OR  = 6'b100101 ; 
parameter ADD = 6'b100000 ; 
parameter SUB = 6'b100010 ; 
parameter SLT = 6'b101010 ; 
and ( andOut, dataA, dataB ) ;
or ( orOut, dataA, dataB ) ;
xor ( w1, dataA, dataB ) ;
xor ( sum, w1, carryIn ) ;
and ( w2, orOut, carryIn ) ;
or ( carry, w2, andOut ) ;
xor ( tempB, 1'b1, dataB ) ;  
xor ( s1, dataA, tempB ) ;	  
xor ( diff, s1, carryIn ) ;   
and ( s2, s1, carryIn ) ;	  
and ( s3, dataA, tempB ) ;    
or ( dcarry, s2, s3 ) ;		  
assign carryOut = Signal[1] ? ((Signal == SUB) ? dcarry : 1'b0) : ((Signal == ADD ) ? carry : 1'b0 ) ;
assign dataOut = Signal[2] ? (Signal[0] ? orOut : andOut) : (Signal[1] ? (Signal[3] ? less : diff ) : sum ) ;
endmodule
```
`./run.sh`:
```
#!/bin/bash
# OpenROAD 26Q1-2900-gdf79404cd8, Yosys 0.63+post, stock flow scripts
make -C /OpenROAD-flow-scripts/flow DESIGN_CONFIG=/design/flow/config.mk WORK_HOME=/design/flow/orfs finish
```
`./config.mk`:
```
export PLATFORM = sky130hd
export DESIGN_NAME = Three2_bit_ALU
export DESIGN_NICKNAME = Three2_bit_ALU
export VERILOG_FILES = /design/flow/design.v
export SDC_FILE = /design/flow/constraint.sdc
export NUM_CORES = 4
export LEC_CHECK = 1
export CORE_UTILIZATION = 50
```
`./constraint.sdc`:
```
current_design Three2_bit_ALU

set clk_period 29.6
set clk_io_pct 0.2

create_clock -name clk0 -period $clk_period

set non_clock_inputs [all_inputs -no_clocks]
set_input_delay [expr $clk_period * $clk_io_pct] -clock clk0 $non_clock_inputs
set_output_delay [expr $clk_period * $clk_io_pct] -clock clk0 [all_outputs]
```
==> results.txt <==
flow finished, numbers: fin crit share 1.07, GRT Total Usage 0.207, Iter 0 DRT Violations approximately 56, I/O Pins between 100 and 150, Via Count around 3700, Final Hold Fails 0, worst vdd ir between 0.000009 and 0.00001 V, first-pass GRT wire length 16000 µm, port buffer count slightly above 100, count leader, synth ha_1, Routed WL per cell roughly 12 µm, Cell Type Count 30, drt first pass iters 4, setup violators final 4, worst-path fanout max 2, area reported by Yosys stat approximately 4700 µm², Hold Path Cell Cnt 4, Worst EP required between 20 and 25 ns, max-cap violations 0, CP top delay family adder cells, Yosys warning total 0, core area 9200 µm², Syn Inst Count 569, mapped cell area roughly 4700 µm², post-synth top area cell fa_1, Slowest cell on crit path fa_2, P&R area growth vs syn 28.1%, die width between 90 and 100 µm, DIE HEIGHT about 99 µm, share of layout cells above drive strength 1 0.226, crit path kind in -> out, leakage 2.85 nW, drt total wl a little over 9000 µm, placer congestion estimate ~0.80, Seq share, synth 0, fp_density 0.514, cell area power density around 11 nW/µm², drt drc 0, vias in the first global route between 3000 and 4000, clock buffers 0, RSZ-0062 raised after global routing yes, GRT overflow 0, arrival time of the worst setup path roughly 26 ns, number of nets with antenna violations after routing 0, row count 35, Largest cells by area fa_1, ha_1, mux2i_1, cells in synth_stat.txt roughly 570, most used cell, CP fa_2, WP depth between 90 and 100, Tmin final between 30 and 40 ns, status finished, violations left, violated checks negative setup slack, final worst slack -2.16 ns, DR vias/cell roughly 4.9, highest clock rate 0.0315 GHz, syn_area_per_cell between 8 and 9 µm², CP Launch Type input port, Setup crit start Signal[2], worst setup path end dataOut[30], area occupied by registers 0 µm², Hold Crit Class in -> out, CP Capture Type primary output, pin count of the biggest net entering global routing between 60 and 70, die area 9840 µm², flop count 0, Worst slew margin 0.552, hold buffers post-CTS 0, initial antenna violation count 0, final cell count without fillers between 700 and 800, CP bufs+invs 2, DPL Wire Length approximately 7100 µm, Synth top cells by count ha_1, inv_1, nor2_1, fa_1, mux2i_1, ant diodes 0, area share, top type 0.263, fin util 0.658, OpenROAD warning count 132, fin. max-slew vios 0, Worst-Margin Slew roughly 0.67 ns, worst stage delay on the critical path around 0.55 ns, dpl cells around 750, Power Total about 0.069 mW
-- kinds of logic (layout without fill, tap and decap cells) --
kind of cell	after synthesis	after routing	synth area share
compound gates	94	94	0.109
mux	60	60	0.127
buf+inv	135	202	0.135
fa+ha+maj	158	158	0.517
simple gates	122	122	0.112
-- worst min path at each step --
stage / startpoint / endpoint / slack (ns)
6_report: Signal[2] / dataOut[29] / 12.57
4_1_cts: Signal[2] / dataOut[29] / 12.89
5_1_grt: Signal[2] / dataOut[29] / 12.63
-- final cells by class --
cell class	count	area (µm²)
fill	749	3140
multi-input combinational	434	4410
tap	111	139
inverter	76	285
timing repair buffer	126	1220
-- stage by stage --
| step | worst slack, ns | hold WS, ns | setup TNS [ns] | area [µm²] |
|---|---|---|---|---|
| 6_report | -2.16 | 12.57 | -5.83 | 6050 |
| 5_1_grt | -3.35 | 12.63 | -11.89 | 6050 |
| 2_1_floorplan | 0.00299 | 12.20 | 0 | 4860 |
| 4_1_cts | -2.31 | 12.89 | -8.03 | 5800 |
| 3_5_place_dp | -2.21 | 12.89 | -7.48 | 5800 |
| 3_3_place_gp | -2.05 | 12.89 | -6.82 | 5800 |
-- routing by layer --
metal | global-route usage | vias to the layer above | wire length, µm
met4 | 0 | 0 | 0
met5 | 0 | - | 0
met2 | 0.337 | 59 | 4360
met1 | 0.341 | 1696 | 4690
li1 | - | 1910 | -
met3 | 0.0129 | 0 | 239
-- cell usage in the layout (no fill, tap or decap), types with 2 or more instances in the layout --
cell type         n
clkbuf_2          2
clkdlybuf4s50_1  88
a21oi_1          44
nand2_1          35
buf_4            24
a211oi_2          3
ha_1             96
inv_2             2
dlymetal6s2s_1    7
inv_1            74
nor2b_1           4
fa_2             61
nor2_1           39
mux2i_2           7
a211oi_1          2
nor4_1            2
mux2i_1          53
nor2_2           29
o31ai_1           3
buf_8             3
o21ai_0          35
-- what timing repair did --
item / 4_1_cts / 5_1_grt
buffers inserted: 0 / 2
resized: 0 / 93
endpoints found under the hold margin: 0 / 0
pin swaps: 1 / 48
setup endpoints to repair: 5 / 7
-- power breakdown --
| group | total, mW | leakage (nW) | switching (mW) | internal [mW] |
|---|---|---|---|---|
| logic | 0.0694 | 2.85 | 0.0331 | 0.0363 |
| clock network | 0 | 0 | 0 | 0 |
| registers | 0 | 0 | 0 | 0 |
Power is estimated from default activity; no workload was simulated.
